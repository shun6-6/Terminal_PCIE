[design/flow/config.mk]
export PLATFORM = sky130hd
export DESIGN_NAME = ICMP_Module
export DESIGN_NICKNAME = ICMP_Module
export VERILOG_FILES = /design/flow/design.v
export SDC_FILE = /design/flow/constraint.sdc
export NUM_CORES = 4
export LEC_CHECK = 1
export CORE_UTILIZATION = 30
[design/flow/constraint.sdc]
current_design ICMP_Module

set clk_period 10.1
set clk_io_pct 0.2

create_clock -name clk0 -period $clk_period [get_ports {i_clk}]

set non_clock_inputs [all_inputs -no_clocks]
set_input_delay [expr $clk_period * $clk_io_pct] -clock clk0 $non_clock_inputs
set_output_delay [expr $clk_period * $clk_io_pct] -clock clk0 [all_outputs]
[design/flow/design.v]
`timescale 1ns / 1ps
module ICMP_Module(
    input           i_clk               ,
    input           i_rst               ,
    input  [63:0]   s_axis_ip_data      ,
    input  [55:0]   s_axis_ip_user      , 
    input  [7 :0]   s_axis_ip_keep      ,
    input           s_axis_ip_last      ,
    input           s_axis_ip_valid     ,
    output [63:0]   m_axis_ip_data      ,
    output [55:0]   m_axis_ip_user      , 
    output [7 :0]   m_axis_ip_keep      ,
    output          m_axis_ip_last      ,
    output          m_axis_ip_valid     ,
    input           m_axis_ip_ready     
);
wire [15:0]         w_Identifier        ;
wire [15:0]         w_Sequence          ;
wire                w_trigger           ;
ICMP_TX ICMP_TX_u0(
    .i_clk                  (i_clk              ),
    .i_rst                  (i_rst              ),
    .m_axis_ip_data         (m_axis_ip_data     ),
    .m_axis_ip_user         (m_axis_ip_user     ), 
    .m_axis_ip_keep         (m_axis_ip_keep     ),
    .m_axis_ip_last         (m_axis_ip_last     ),
    .m_axis_ip_valid        (m_axis_ip_valid    ),
    .m_axis_ip_ready        (m_axis_ip_ready    ),
    .i_Identifier           (w_Identifier       ),
    .i_Sequence             (w_Sequence         ),
    .i_trigger              (w_trigger          )
);
ICMP_RX ICMP_RX_u0(
    .i_clk                  (i_clk              ),
    .i_rst                  (i_rst              ),
    .s_axis_ip_data         (s_axis_ip_data     ),
    .s_axis_ip_user         (s_axis_ip_user     ), 
    .s_axis_ip_keep         (s_axis_ip_keep     ),
    .s_axis_ip_last         (s_axis_ip_last     ),
    .s_axis_ip_valid        (s_axis_ip_valid    ),
    .o_Identifier           (w_Identifier       ),
    .o_Sequence             (w_Sequence         ),
    .o_trigger              (w_trigger          )
);
endmodule
`timescale 1ns / 1ps
module ICMP_RX(
    input           i_clk               ,
    input           i_rst               ,
    input  [63:0]   s_axis_ip_data      ,
    input  [55:0]   s_axis_ip_user      , 
    input  [7 :0]   s_axis_ip_keep      ,
    input           s_axis_ip_last      ,
    input           s_axis_ip_valid     ,
    output [15:0]   o_Identifier        ,
    output [15:0]   o_Sequence          ,
    output          o_trigger           
);
reg  [63:0]         rs_axis_ip_data     ;
reg  [55:0]         rs_axis_ip_user     ;
reg  [7 :0]         rs_axis_ip_keep     ;
reg                 rs_axis_ip_last     ;
reg                 rs_axis_ip_valid    ;
reg  [15:0]         r_cnt               ;
reg                 r_request           ;
reg  [15:0]         ro_Identifier       ; 
reg  [15:0]         ro_Sequence         ; 
reg                 ro_trigger          ;
reg                 r_icmp_pkt_valid    ;
assign o_Identifier = ro_Identifier     ;
assign o_Sequence   = ro_Sequence       ;
assign o_trigger    = ro_trigger        ;
always@(posedge i_clk,posedge i_rst)
begin
    if(i_rst) begin
        rs_axis_ip_data  <= 'd0;
        rs_axis_ip_user  <= 'd0;
        rs_axis_ip_keep  <= 'd0;
        rs_axis_ip_last  <= 'd0;
        rs_axis_ip_valid <= 'd0;
    end else begin
        rs_axis_ip_data  <= s_axis_ip_data ;
        rs_axis_ip_user  <= s_axis_ip_user ;
        rs_axis_ip_keep  <= s_axis_ip_keep ;
        rs_axis_ip_last  <= s_axis_ip_last ;
        rs_axis_ip_valid <= s_axis_ip_valid;
    end    
end
always@(posedge i_clk,posedge i_rst)
begin
    if(i_rst)
        r_icmp_pkt_valid <= 'd0;
    else if(s_axis_ip_valid && !rs_axis_ip_valid && s_axis_ip_user[36:29] != 16'd1)
        r_icmp_pkt_valid <= 'd0;
    else if(s_axis_ip_valid && !rs_axis_ip_valid && s_axis_ip_user[36:29] == 16'd1)
        r_icmp_pkt_valid <= 'd1;
    else        
        r_icmp_pkt_valid <= r_icmp_pkt_valid;
end
always@(posedge i_clk,posedge i_rst)
begin
    if(i_rst)
        r_cnt <= 'd0;
    else if(rs_axis_ip_valid)
        r_cnt <= r_cnt + 1;
    else        
        r_cnt <= 'd0;
end
always@(posedge i_clk,posedge i_rst)
begin
    if(i_rst)
        r_request <= 'd0;
    else if(ro_trigger)
        r_request <= 'd0;
    else if(rs_axis_ip_valid && r_cnt == 0 && rs_axis_ip_data[63:48] == 16'h0800 && r_icmp_pkt_valid)
        r_request <= 'd1;
    else if(rs_axis_ip_valid && r_cnt == 0 && rs_axis_ip_data[63:48] != 16'h0800 && r_icmp_pkt_valid)
        r_request <= 'd0;
    else 
        r_request <= r_request;
end
always@(posedge i_clk,posedge i_rst)
begin
    if(i_rst)
        ro_Identifier <= 'd0;
    else if(rs_axis_ip_valid && r_cnt == 0)
        ro_Identifier <= rs_axis_ip_data[31:16];
    else 
        ro_Identifier <= ro_Identifier;
end
always@(posedge i_clk,posedge i_rst)
begin
    if(i_rst)
        ro_Sequence <= 'd0;
    else if(rs_axis_ip_valid && r_cnt == 0)
        ro_Sequence <= rs_axis_ip_data[15:0];
    else 
        ro_Sequence <= ro_Sequence;
end
always@(posedge i_clk,posedge i_rst)
begin
    if(i_rst)
        ro_trigger <= 'd0;
    else if(r_request && !s_axis_ip_valid && rs_axis_ip_valid)
        ro_trigger <= 'd1;
    else 
        ro_trigger <= 'd0;
end
endmodule
`timescale 1ns / 1ps
module ICMP_TX(
    input           i_clk               ,
    input           i_rst               ,
    output [63:0]   m_axis_ip_data      ,
    output [55:0]   m_axis_ip_user      , 
    output [7 :0]   m_axis_ip_keep      ,
    output          m_axis_ip_last      ,
    output          m_axis_ip_valid     ,
    input           m_axis_ip_ready     ,
    input  [15:0]   i_Identifier        ,
    input  [15:0]   i_Sequence          ,
    input           i_trigger           
);
reg  [63:0]         rm_axis_ip_data     ;
reg  [55:0]         rm_axis_ip_user     ;
reg  [7 :0]         rm_axis_ip_keep     ;
reg                 rm_axis_ip_last     ;
reg                 rm_axis_ip_valid    ;
reg  [15:0]         r_cnt               ;
reg  [15:0]         ri_Identifier       ;
reg  [15:0]         ri_Sequence         ;
reg                 ri_trigger          ;
reg                 ri_trigger_1d       ;
reg  [31:0]         r_hd_checksum       ;
assign m_axis_ip_data  = rm_axis_ip_data    ;
assign m_axis_ip_user  = rm_axis_ip_user    ;
assign m_axis_ip_keep  = rm_axis_ip_keep    ;
assign m_axis_ip_last  = rm_axis_ip_last    ;
assign m_axis_ip_valid = rm_axis_ip_valid   ;
always@(posedge i_clk,posedge i_rst)
begin
    if(i_rst) begin
        ri_Identifier <= 'd0; 
        ri_Sequence   <= 'd0; 
        ri_trigger    <= 'd0; 
        ri_trigger_1d <= 'd0;
    end else begin
        ri_Identifier <= i_Identifier;
        ri_Sequence   <= i_Sequence  ;
        ri_trigger    <= i_trigger   ;
        ri_trigger_1d <= ri_trigger ;
    end
end
always@(posedge i_clk,posedge i_rst)
begin
    if(i_rst)
        r_cnt <= 'd0;
    else if(r_cnt == 4)
        r_cnt <= 'd0;
    else if((ri_trigger_1d && m_axis_ip_ready) || r_cnt)
        r_cnt <= r_cnt + 'd1;
    else 
        r_cnt <= r_cnt;
end
always@(posedge i_clk,posedge i_rst)
begin
    if(i_rst)
        r_hd_checksum <= 'd0;
    else if(i_trigger)
        r_hd_checksum <= 16'h0000 + 16'h0000 + i_Identifier + i_Sequence
                            + 16'h6162 + 16'h6364 + 16'h6566 + 16'h6768
                            + 16'h696a + 16'h6b6c + 16'h6d6e + 16'h6f70
                            + 16'h7172 + 16'h7374 + 16'h7576 + 16'h7761
                            + 16'h6263 + 16'h6465 + 16'h6667 + 16'h6869;
    else if(ri_trigger)
        r_hd_checksum <= r_hd_checksum[31:16] + r_hd_checksum[15:0];
    else 
        r_hd_checksum <= r_hd_checksum;
end
always@(posedge i_clk,posedge i_rst)
begin
    if(i_rst)
        rm_axis_ip_data <= 'd0;
    else case(r_cnt)
        0           :rm_axis_ip_data <= {16'h0000,(~r_hd_checksum[15:0]),ri_Identifier,ri_Sequence};
        1           :rm_axis_ip_data <= {64'h6162636465666768};
        2           :rm_axis_ip_data <= {64'h696a6b6c6d6e6f70};
        3           :rm_axis_ip_data <= {64'h7172737475767761};
        4           :rm_axis_ip_data <= {64'h6263646566676869};
        default     :rm_axis_ip_data <= 64'd0;
    endcase
end
always@(posedge i_clk,posedge i_rst)
begin
    if(i_rst)
        rm_axis_ip_user <= 'd0;
    else 
        rm_axis_ip_user <= {16'd40,3'b010,8'd1,13'd0,16'd1};
end
always@(posedge i_clk,posedge i_rst)
begin
    if(i_rst)
        rm_axis_ip_keep <= 8'b1111_1111;
    else 
        rm_axis_ip_keep <= 8'b1111_1111;
end     
always@(posedge i_clk,posedge i_rst)
begin
    if(i_rst)
        rm_axis_ip_last <= 'd0;
    else if(r_cnt == 4)
        rm_axis_ip_last <= 'd1;
    else 
        rm_axis_ip_last <= 'd0;
end
always@(posedge i_clk,posedge i_rst)
begin
    if(i_rst)
        rm_axis_ip_valid <= 'd0;
    else if(rm_axis_ip_last)
        rm_axis_ip_valid <= 'd0;
    else if(ri_trigger_1d)
        rm_axis_ip_valid <= 'd1;
    else 
        rm_axis_ip_valid <= rm_axis_ip_valid;
end
endmodule
[design/flow/run.sh]
#!/bin/bash
# OpenROAD 26Q1-2900-gdf79404cd8, Yosys 0.63+post, stock flow scripts
make -C /OpenROAD-flow-scripts/flow DESIGN_CONFIG=/design/flow/config.mk WORK_HOME=/design/flow/orfs finish
==> reports/qor.txt <==
status - completed
CTS tree - built
final setup violation count - 0
unrepaired setup endpoints after global routing - false
count of tool warnings - 102
logic area - 3500 um2
delay-heaviest family, CP - buffers and inverters
CP Launch Type - flip-flop
CTS resizes - 0
clock latency (worst-skew pair) - 0.53 ns
DR DRC count - 0
DIE WIDTH - 181.6 um
CP max FO - 5
DRT Wirelength - 19.04 mm
via count - 6039
Cell Area, Synth - 9673 um2
most used logic cell in the final layout - dfrtp_1
Mean Syn Cell Area - 11.67 um2
Layout Utilization - 0.3810
Final GP Congestion - 0.8793
CP Class - reg2out
CTS Sinks - 226
ys async rst share - 1.000
Synth area leaders - dfrtp_1 58%, buf_4 5.7%, mux2_2 3.8%, ha_1 3.5%, nand2_1 3.4%
Hold-fix buffers, CTS - 0
Detail Route Antenna Nets - 0
CP required - 8.08 ns
Max Cap Viol - 0
total grt overflow - 0
Synth cell types - 71
CP max stage cell - clkdlybuf4s50_1
register area - 5655 um2
yosys synthesis chip area - 9673 um2
sum of buffers and inverters on the critical path - 1
kind of end point of the critical path - output port
critical path data arrival time - 1.40 ns
Combinational Power Share - 0.251
Max-area cell share - 0.5847
crit-path cells - clkdlybuf4s50_1
Wirelength per Cell - 13.75 um
first-pass GRT wire length - 30.79 mm
clock root buffer - clkbuf_16
via density per instance - 4.360
Layout fillers - 2990
Num CTS Buffers - 26
largest net degree at the start of global routing - 70
GRT Total Usage - 0.1208
share of cells above drive strength 1 - 0.1222
ys flop type - dfrtp_1
Leakage - 5.553 nW
switching pwr - 0.7980 mW
clock tree buffer depth - 3
Least-Margin Pin Slew - 0.7357 ns
Synth flops - 226
Tcrit/Tclk final - 0.3386
P_int - 1.892 mW
antenna violations before repair - 0
Core Density at Floorplan - 0.3058
worst hold margin - 0.4022 ns
area delta synth->final - 24.62%
DR iter-0 viols - 231
Post-DP HPWL - 13.18 mm
H-tree lvl count - 1
I/O pin count - 263
clock slew at reported path FFs - 0.06 ns
Seq share, synth - 0.5847
Syn Inst Count - 829
vias in the first global route - 5913
Die Area - 32970 um2
final max-slew violation count - 0
slowest stage delay, CP - 0.49 ns
I/O Buffers - 126
die outline height - 181.6 um
worst clock skew - 0.01988 ns
area leader, netlist - dfrtp_1
YS warnings - 2
ys cells - 829
Worst Hold Class - reg2reg
# rows - 65
Clock Power Share - 0.370
Min Clock Period, post-route - 3.420 ns
worst vdd ir - 0.0001461 V
Hold Vio Cnt, Final - 0
register share of total power - 0.379
switch share - 0.2967
core footprint - 31640 um2
post-CTS setup buffers - 0
Rel. slew slack - 0.5095
pwr dens - 223.1 nW/um2
Max Freq - 0.2924 GHz
Setup TNS Final - 0 ns
detailed-router iteration count before antenna repair - 4
Post-synth EDFFs - 0
most frequent cells in the layout - 226 x dfrtp_1, 126 x clkdlybuf4s50_1, 88 x nand2_1, 64 x conb_1, 47 x nor2_1
[Yosys cell counts, drive strengths merged (4+ instances only)]
master / count
a21o: 7
a21oi: 31
a31oi: 6
and2: 10
and3: 15
buf: 76
clkbuf: 16
dfrtp: 226
ha: 27
inv: 33
mux2: 33
nand2: 88
nand2b: 5
nand3: 33
nand4: 8
nor2: 48
nor2b: 5
nor3: 7
nor4: 11
o21ai: 35
o22ai: 4
or3: 4
xnor2: 37
xor2: 25
[power groups by stage]
stage / combinational, mW / clock [mW] / sequential [mW]
after global routing: 0.752 / 1.06 / 1.03
final: 0.674 / 0.996 / 1.02
after CTS: 0.679 / 1.02 / 1.02
[area by class of cell]
type,instances,area share
sequential,226,0.4692
multi-input combinational,539,0.2903
timing repair buffer,135,0.1102
clock buffer,32,0.06010
tap,402,0.04173
clock inverter,16,0.01702
inverter,34,0.01121
antenna,1,0.0002076
[kinds of logic (layout without fill, tap and decap cells)]
kind of cell	Yosys count	in the layout	share of synthesized area
xor gates and xnor gates	62	62	0.05769
buffers and inverters	126	217	0.07813
and+or+nand+nor	241	241	0.1195
AOI/OAI and AO/OA	108	108	0.07968
other	2	65	0.0007764
muxes	35	35	0.04049
DFF	226	226	0.5847
adders and majority gates	29	29	0.03906
[worst paths after layout]
path | start | to | slack [ns] | cells past startpoint
setup / recovery | ICMP_TX_u0.rm_axis_ip_data[61] | m_axis_ip_data[53] | 6.68 | 1
hold / removal | ICMP_RX_u0.ro_Sequence[2] | ICMP_TX_u0.ri_Sequence[2] | 0.40 | 0
max in group asynchronous | i_rst | ICMP_RX_u0.r_cnt[0] | 7.05 | 3
hold reg to reg | ICMP_RX_u0.ro_Sequence[2] | ICMP_TX_u0.ri_Sequence[2] | 0.40 | 0
min in group asynchronous | i_rst | ICMP_TX_u0.rm_axis_ip_data[2] | 1.95 | 2
setup reg to reg | ICMP_RX_u0.ro_Identifier[0] | ICMP_TX_u0.r_hd_checksum[16] | 6.96 | 12
[routing by layer]
metal | track usage | vias to the layer above | wire length [um] | part of all wire
li1 | - | 2926 | - | -
met1 | 0.1943 | 2892 | 9167 | 0.48
met2 | 0.1723 | 183 | 8028 | 0.42
met3 | 0.02147 | 38 | 1219 | 0.064
met4 | 0.03288 | 0 | 627 | 0.033
met5 | 0 | - | 0 | 0
[through the flow]
step                instance area [um2]  std cells  power [mW]  setup slack (ns)
finish                            12050       1385       2.690             6.680
global route                      12050       1384       2.844             6.615
CTS                               12050       1384       2.726             6.638
detailed placement                11120       1336       1.711             6.399
global placement                  11120       1336       1.708             6.417
floorplan                          9906        891       1.584             1.889
[state kept, by name, indices dropped and copies added (netlist names)]
signal	count
ICMP_RX_u0.r_icmp_pkt_valid	1
ICMP_TX_u0.r_hd_checksum	20
ICMP_RX_u0.rs_axis_ip_data	48
ICMP_RX_u0.rs_axis_ip_valid	1
ICMP_TX_u0.ri_trigger_1d	1
ICMP_RX_u0.r_cnt	16
ICMP_TX_u0.rm_axis_ip_last	1
ICMP_RX_u0.r_request	1
ICMP_RX_u0.ro_Identifier	16
ICMP_RX_u0.ro_trigger	1
ICMP_TX_u0.ri_trigger	1
ICMP_TX_u0.rm_axis_ip_valid	1
ICMP_TX_u0.ri_Identifier	16
ICMP_RX_u0.ro_Sequence	16
ICMP_TX_u0.ri_Sequence	16
ICMP_TX_u0.rm_axis_ip_user	1
ICMP_TX_u0.r_cnt	16
ICMP_TX_u0.rm_axis_ip_data	53
Power figures rest on the tool's default switching activity, not on a simulated workload.
